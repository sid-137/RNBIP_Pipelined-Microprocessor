--- /design/flow/config.mk ---
export PLATFORM = sky130hd
export DESIGN_NAME = ALU
export DESIGN_NICKNAME = ALU
export VERILOG_FILES = /design/flow/design.v
export SDC_FILE = /design/flow/constraint.sdc
export NUM_CORES = 4
export LEC_CHECK = 1
export CORE_UTILIZATION = 40
--- /design/flow/constraint.sdc ---
current_design ALU

set clk_period 13.1
set clk_io_pct 0.2

create_clock -name clk0 -period $clk_period

set non_clock_inputs [all_inputs -no_clocks]
set_input_delay [expr $clk_period * $clk_io_pct] -clock clk0 $non_clock_inputs
set_output_delay [expr $clk_period * $clk_io_pct] -clock clk0 [all_outputs]
--- /design/flow/run.sh ---
#!/bin/bash
# OpenROAD 26Q1-2900-gdf79404cd8, Yosys 0.63+post, stock flow scripts
make -C /OpenROAD-flow-scripts/flow DESIGN_CONFIG=/design/flow/config.mk WORK_HOME=/design/flow/orfs finish
--- /design/flow/design.v ---
`timescale 1ns / 1ps
module ALU(
	output  [7:0]   Out,           
	output  [3:0]   flagArray,     
	input           Cin,           
	input   [7:0] 	R0_in,
	input   [7:0]   RN_in,
	input   [7:0]   OR2_in,
    input   [3:0]   S_AF,          
	input           S3,
    input           S4
    );
    parameter   [3:0]   ZERO        =4'h0;      
    parameter	[3:0]	A	   	    =4'h1;      
	parameter	[3:0]	NOT	   	    =4'h2;      
	parameter	[3:0]	B	   	    =4'h3;      
	parameter	[3:0]	INC_A		=4'h4;      
	parameter	[3:0]	DCR_A		=4'h5;      
	parameter	[3:0]	SLC_A 		=4'h6;      
	parameter	[3:0]	SRC_A		=4'h7;      
	parameter	[3:0]	ADD_AB		=4'h8;      
	parameter	[3:0]	SUB_AB		=4'h9;      
	parameter	[3:0]	ADD_ABC  	=4'hA;      
	parameter	[3:0]	SUB_ABC     =4'hB;      
	parameter	[3:0]	AND_AB      =4'hC;      
	parameter	[3:0]	OR_AB		=4'hD;      
	parameter	[3:0]	XOR_AB		=4'hE;      
	parameter	[3:0]	XNA_AB		=4'hF;      
    wire Cout;
    wire Zero;
    wire OddParity;
    wire Positive;
    wire [7:0] A_IN;
    wire [7:0] B_IN;
    assign A_IN = S3 ? RN_in : R0_in;
    assign B_IN = S4 ? OR2_in : RN_in;
    assign {Cout,Out} = (S_AF== ZERO )?        9'h00         : (
                        (S_AF== A )?           A_IN          : (
                        (S_AF== NOT )?         ~A_IN         : (
                        (S_AF== B )?           B_IN          : (
                        (S_AF== INC_A )?       A_IN+1        : (
                        (S_AF== DCR_A )?       A_IN-1        : (
                        (S_AF== SLC_A )?       {A_IN,Cin}    : (         
                        (S_AF== SRC_A )?       {A_IN[0],Cin,A_IN[7:1]}    : (       
                        (S_AF== ADD_AB )?      A_IN+B_IN     : (
                        (S_AF== SUB_AB )?      A_IN-B_IN     : (
                        (S_AF== ADD_ABC )?     A_IN+B_IN+Cin : (
                        (S_AF== SUB_ABC )?     A_IN-B_IN-Cin : (
                        (S_AF== AND_AB )?      A_IN&B_IN     : (
                        (S_AF== OR_AB )?       A_IN|B_IN     : (
                        (S_AF== XOR_AB )?      A_IN^B_IN     : (
                        (S_AF== XNA_AB )?      ~(A_IN^B_IN)  : 9'hzz )))))))))))))));
    assign  OddParity = ^Out;
    assign  Zero = ~(|Out);
    assign  Positive = ~(Out[7]);
    assign  flagArray = {OddParity,Positive,Cout,Zero};
endmodule  
==> flow_summary.ini <==
; synthesis and place-and-route metrics
[critical_path]
crit_required_ps = 10480
critPathMaxFanout = 10
slowest_delay_ps = 950
critPathKind = input port to output port
cp_slowest_cell = clkdlybuf4s50_1
start_kind = input port
critPathCaptureType = output port
crit_chain = clkdlybuf4s50_1 > mux2i_2 > inv_1 > ha_1 > a211oi_1 > o21ai_1 > a32oi_1 > nand3_1 > xor2_1 > a21oi_1 > o41a_1 > ha_1 > xnor2_1 > xnor2_1 > clkdlybuf4s50_1
arrival_ps = 8230

[layout]
flop-count = 0
logic_area_um2 = 2930
nFillCells = 772
seq_area_um2 = 0
syn_to_final_growth_pct = 14.0
fin_util_pct = 47.1
n_clock_buffer = 0
drive_gt1_share_pct = 7.07

[hold_path]
hold_path.class = input port to output port
hold_end = Out[6]
min_delay_path_depth = 6
hp-start = S_AF[0]

[power_and_ir_drop]
p_leak_nw = 1.40
peakVddDrop_v = 0.0000277
power-per-cell-area_nw_per_um2 = 65.2

[synthesis]
synth_area_um2 = 3190
yosys_warnings = 10
ys_top_cells_by_count = nor2_1 (51), a21oi_1 (45), o21ai_0 (37)
ys_seq_share_pct = 0
synth.distinct_cells = 69
post-synth-top-count-cell = nor2_1
syn_inst = 477
ys_cells = 477
top_area_cell = ha_1
syn_avg_cell_area_um2 = 6.69
ys_area_um2 = 3190
synth.area.top_cells = ha_1 (13%), xnor2_1 (7.1%), a21oi_1 (7.1%)
yosys.area.top_type_share_pct = 13.3

[grt]
grt_overflow = 0
grt_max_degree = 69
grt_first_pass_wirelength_um = 20300
grt_use_total_pct = 31.9
antenna_found_initial = 0
grt_pass1_vias = 3599

[cts]
post-cts-setup-buffers = 0
hold_buffers = 0
ctsResizeCount = 0

[die]
die_w_um = 91.3
core_util_floorplan_pct = 41.3
chipHeight_um = 91.3
chipArea_um2 = 8340
ioPinCount = 43
core_region_area_um2 = 7730
num_rows = 32

[routing]
viasPerCell = 6.50
ant_nets = 0
num_vias = 3883
drt_iter0_markers = 423
avgRoutedWirePerCell_um = 21.8
routed_wl_um = 13000
insertedDiodeCount = 0
first_pass_iters = 5
drc_errors = 0

[timing]
layout_min_cycle_time_ps = 10850
fin_ws_ps = 2250
finalSetupTns_ps = 0
slew_violations = 0
rsz0062_at_grt = false
fmax_ghz = 0.0922
hold_violations = 0
worstMarginPinSlew_ps = 872
slew_headroom_pct = 41.7
finalCritPeriodShare_pct = 82.8
setup_viol = 0

[job]
warning_count = 49
maxCapViolCount = 0

[place]
dp_hpwl_um = 9620
dp_slack_ps = 2380
gp_congestion = 1.01
numPortBuffers = 43

[outcome]
status = finished clean
## worst max-delay path by stage
stage         start      endpoint  slack (ps)  cells after the start
CTS              S3  flagArray[3]        2360                     15
global route     S3  flagArray[3]        1930                     15
finish           S3  flagArray[3]        2250                     15
## cell type report
cell class | instances | area share [%]
inverter | 30 | 3.09
multi-input combinational | 416 | 80.5
tap | 102 | 3.51
timing repair buffer | 49 | 12.9
## stage by stage
stage	total power [mW]	instances	hold slack [ps]	area (um2)
final	0.237	597	6580	3640
after global routing	0.256	597	6640	3640
after CTS	0.232	597	6540	3640
after detailed placement	0.231	597	6540	3640
after global placement	0.234	597	6550	3640
after floorplan	0.163	477	5510	3190
## where the power goes
part / internal, mW / switching (mW)
registers: 0 / 0
logic: 0.103 / 0.135
clock network: 0 / 0
total: 0.103 / 0.135
## cell usage in the layout (no fill, tap or decap), types with 4 or more instances in the layout
cell type / count
a211oi_1: 14
a21o_1: 5
a21oi_1: 45
a221oi_1: 6
a31oi_1: 8
buf_4: 6
clkdlybuf4s50_1: 42
ha_1: 34
inv_1: 25
inv_2: 5
mux2_2: 4
mux2i_1: 9
mux2i_2: 4
nand2_1: 33
nand2b_1: 4
nand3_1: 15
nand4_1: 6
nor2_1: 51
nor2b_1: 9
nor3_1: 13
o21a_1: 6
o21ai_0: 37
o21ai_1: 7
o22ai_1: 7
o31ai_1: 7
xnor2_1: 26
xor2_1: 6
## worst max-delay path, delay by kind of cell
| family | cells | cell delay (ps) |
|---|---|---|
| mux | 1 | 810 |
| fa+ha+maj | 2 | 610 |
| compound gates | 5 | 1740 |
| simple gates | 1 | 270 |
| buf+inv | 3 | 1660 |
| xor+xnor | 3 | 520 |
## kinds of logic after synthesis
family / Yosys count / share of synthesized area, %
buffers and inverters: 61 / 8.27
adders and majority gates: 36 / 14.6
xor gates and xnor gates: 32 / 8.78
and+or+nand+nor: 152 / 23.2
muxes: 20 / 8.08
AOI/OAI and AO/OA: 176 / 37.0
## per-layer routing
metal / vias to the layer above / wire, um / track usage (%)
met2: 254 / 5620 / 49.7
met4: 0 / 576 / 12.4
li1: 1813 / - / -
met1: 1774 / 5540 / 45.0
met5: - / 0 / 0
met3: 42 / 1260 / 4.00
Power figures rest on the tool's default switching activity, not on a simulated workload.
