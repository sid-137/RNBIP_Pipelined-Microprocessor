--- flow/design.v ---
`timescale 1ns / 1ps
module RegisterArray(
	output	[7:0]	R0_out,
	output	[7:0]	RN_out,
	input	[7:0]	ALU_in,
	input	[7:0]	OR2_in,
	input	[7:0]	DM_in,
	input	[7:0]	SP_in,
	input	[2:0]	RN_Reg_Sel,
	input	[1:0]	Control_in,	 
	input	[2:0]	S8,
	input			clk,
	output	[7:0]	R0,
	output	[7:0]	R1,
	output	[7:0]	R2,
	output	[7:0]	R3,
	output	[7:0]	R4,
	output	[7:0]	R5,
	output	[7:0]	R6,
	output	[7:0]	R7
	);
reg	[7:0] Reg_Array [7:0];
wire [7:0] RA_in;
wire L_R0, L_RN;
	initial
	begin
		Reg_Array[0] = 0;
		Reg_Array[1] = 1;
		Reg_Array[2] = 2;
		Reg_Array[3] = 3;
		Reg_Array[4] = 4;
		Reg_Array[5] = 5;
		Reg_Array[6] = 6;
		Reg_Array[7] = 7;
	end
assign L_RN = Control_in[1];
assign L_R0 = Control_in[0];
assign R0_out = Reg_Array[0];
assign RN_out = Reg_Array[RN_Reg_Sel];
parameter [2:0] Reg_ALU = 3'b001;
parameter [2:0] Reg_OD = 3'b010;
parameter [2:0] Reg_DM = 3'b100;
parameter [2:0] Reg_RN = 3'b110;
parameter [2:0] Reg_R0 = 3'b101;
parameter [2:0] Reg_SP = 3'b011;
assign RA_in =	(S8 == Reg_SP)	?	SP_in	: (
				(S8 == Reg_DM)	?	DM_in	: (
				(S8 == Reg_OD)	?	OR2_in	: (
				(S8 == Reg_R0)	?	R0_out	: (
				(S8 == Reg_RN)	?	RN_out	: (
				(S8 == Reg_ALU)	?	ALU_in	: 8'h00 )))));
always @ (posedge clk)
begin
    if(L_R0 & L_RN) begin
       Reg_Array[0] <= RA_in;
       Reg_Array[1] <= RA_in;
       Reg_Array[2] <= RA_in;
       Reg_Array[3] <= RA_in;
       Reg_Array[4] <= RA_in;
       Reg_Array[5] <= RA_in;
       Reg_Array[6] <= RA_in;
       Reg_Array[7] <= RA_in;
    end
   	else if (L_R0)
	begin
		Reg_Array[0] = RA_in;
	end
	else if (L_RN)
	begin
		Reg_Array[RN_Reg_Sel] = RA_in;
	end
end
assign R0 = Reg_Array[0];
assign R1 = Reg_Array[1];
assign R2 = Reg_Array[2];
assign R3 = Reg_Array[3];
assign R4 = Reg_Array[4];
assign R5 = Reg_Array[5];
assign R6 = Reg_Array[6];
assign R7 = Reg_Array[7];
endmodule
--- flow/run.sh ---
#!/bin/bash
# OpenROAD 26Q1-2900-gdf79404cd8, Yosys 0.63+post, stock flow scripts
make -C /OpenROAD-flow-scripts/flow DESIGN_CONFIG=/design/flow/config.mk WORK_HOME=/design/flow/orfs finish
--- flow/config.mk ---
export PLATFORM = sky130hd
export DESIGN_NAME = RegisterArray
export DESIGN_NICKNAME = RegisterArray
export VERILOG_FILES = /design/flow/design.v
export SDC_FILE = /design/flow/constraint.sdc
export NUM_CORES = 4
export LEC_CHECK = 1
export CORE_UTILIZATION = 30
--- flow/constraint.sdc ---
current_design RegisterArray

set clk_period 3.2
set clk_io_pct 0.2

create_clock -name clk0 -period $clk_period [get_ports {clk}]

set non_clock_inputs [all_inputs -no_clocks]
set_input_delay [expr $clk_period * $clk_io_pct] -clock clk0 $non_clock_inputs
set_output_delay [expr $clk_period * $clk_io_pct] -clock clk0 [all_outputs]
==> PnR_summary.wiki <==
== Implementation results ==
{| class="wikitable"
! Metric !! Value
|-
| Status || finished clean
|-
| Number of standard cells reported by yosys || around 210
|-
| DR WL/cell || 18.49 µm
|-
| Die span in y || 103.1 µm
|-
| Final Routed Wirelength || slightly below 9000 µm
|-
| Endpoint of the most critical register-to-register path || Reg_Array[6][1]
|-
| Sw Share || a little under a quarter
|-
| Max-cap violations || 0
|-
| Final Total Pwr || 2.099 mW
|-
| Seq share, synth || between 60% and 70%
|-
| Crit path arrival time || 2.36 ns
|-
| Critical Path Start Type || input port
|-
| Global route overflow || 0
|-
| Slew headroom || about 56%
|-
| Number of endpoints with negative hold slack in the final report || 0
|-
| Combinational cell fraction of total power || 19.5%
|-
| Top cell family by delay on the critical path || buffers and inverters
|-
| Final number of max-transition violations || 0
|-
| Cell area after layout || around 0.0047 mm²
|-
| Average instance area after synthesis || approximately 15 µm²
|-
| Antenna Cells || 0
|-
| Root Driver || clkbuf_8
|-
| Clock input transition at the sequential cells of the worst setup and hold paths || around 0.07 ns
|-
| Chip Width || 103.1 µm
|-
| Tally of yosys warning messages || 1
|-
| Setup-violating endpoint count in the final report || 0
|-
| Number of global-route vias before repair || ~2,400
|-
| Largest register by flop count || Reg_Array
|-
| Deepest clock path buffer count || 2
|-
| First-pass GRT wire length || approximately 13,000 µm
|-
| Unrepaired setup endpoints after global routing || false
|-
| Clock tree from TritonCTS || done
|-
| Clock H-tree levels || 3
|-
| Crit path cell chain || dlygate4sd2_1 -> buf_4 -> and2b_4 -> a221oi_1 -> o221ai_1 -> clkdlybuf4s50_1
|-
| Clock latency of the later-clocked register in the worst-skew pair || 0.33 ns
|-
| Share of cells above drive strength 1 || roughly 17%
|-
| Number of cells on the critical path || 6
|-
| Post-CTS Setup Bufs || 0
|-
| Class of the worst hold path || reg -> reg
|-
| Reported net switching power || between 0.4 and 0.5 mW
|-
| Number of placement rows || 36
|-
| Signed area change from the synthesized netlist to the final layout || 52.55%
|-
| Most used routing layer in global routing || met2
|-
| Count of TritonRoute iterations in the first routing pass || 4
|-
| Number of different library cells in the post-synthesis netlist || 38
|-
| Leakage component of the power || roughly 1.7 nW
|-
| Post-synthesis chip area from yosys || approximately 0.003 mm²
|-
| Clock power share || between 30% and 40%
|-
| Number of synthesized register bits || ~64
|-
| Number of buffers created by CTS || 9
|-
| Post-detail-place hpwl || between 6000 and 7000 µm
|-
| Critical Setup Path Class || in -> out
|-
| Slowest cell on the critical path || clkdlybuf4s50_1
|-
| Fill cell count || a little under 900
|-
| Internal cell power || 1.623 mW
|-
| Largest regs || Reg_Array x64
|-
| Reg-to-reg setup timing slack || between 1 and 1.5 ns
|-
| Share of the core filled by cells before placement || approximately 31%
|-
| Count of tool warnings || 25
|-
| Peak Freq || about 0.33 GHz
|-
| Worst setup path startpoint || RN_Reg_Sel[2]
|-
| Sort of element at the end of the critical path || output pin
|-
| Grt met3 use || under 10%
|-
| Instance area after placement || approximately 0.0045 mm²
|-
| Req. time, crit path || 2.56 ns
|-
| Actual slew at the worst max-slew pin || 0.6648 ns
|-
| Num ports || roughly 120
|-
| Worst-case reg-to-reg path depth || 7
|-
| DRC violations left || 0
|-
| Worst supply voltage drop on vdd || 0.1865 mV
|-
| Overall Global Routing Usage || 17.64%
|-
| Met2 track utilization from global routing || between 20% and 30%
|-
| Startpoint of the worst-slack reg-to-reg timing path || Reg_Array[0][1]
|-
| Largest net degree at the start of global routing || 16
|-
| Count of mapped cells out of synthesis || roughly 210
|-
| Placeable core region || ~0.0098 mm²
|-
| Post-Route Setup TNS || 0 ns
|-
| Final critical-path required period || 3.001 ns
|-
| Critical-path maximum fanout || 9
|-
| Number of flip-flops in the largest register || 64
|-
| Initial antenna violation count || 0
|-
| Critical path buffers and inverters || 3
|-
| Capturing element of the worst setup path || RN_out[7]
|-
| Cell area power density || approximately 450 mW/mm²
|-
| Worst-case clock skew || 0.009843 ns
|-
| Routability congestion estimate from global placement || around 0.85
|-
| DIE AREA || between 0.01 and 0.015 mm²
|-
| Antenna-violating nets left || 0
|-
| Via Count || between 2,000 and 2,500
|-
| Slowest stage delay, CP || ~0.44 ns
|-
| Worst hold-check slack || ~1 ns
|-
| Drt via density || approximately 4.9
|-
| Total of buffers placed on input and output ports || between 100 and 150
|-
| Count of routing violations after the opening detailed-route iteration || 100
|-
| Final critical-path share of the clock period || 93.79%
|-
| Met1 track utilization from global routing || around 25%
|-
| Reg power frac || 50.2%
|-
| Area of the mapped netlist || 0.003067 mm²
|-
| Number of sinks on the clock net || 64
|}
-- cells by family after synthesis --
logic type	synth area share, %
flip-flops	62.67
AND-OR/OR-AND	10.73
multiplexers	13.79
buffers and inverters	5.222
AND/OR/NAND/NOR	7.589
-- area by class of cell --
cell class	instances	area, µm²	area share [%]
Sequential cell	64	1922	41.08
Timing Repair Buffer	145	1418	30.30
Multi-Input combinational cell	121	984.7	21.05
Tap cell	133	166.4	3.557
Clock buffer	11	131.4	2.808
Clock inverter	5	47.55	1.016
Inverter	2	8.758	0.1872
-- worst reg2reg max path, stage by stage (launching register included) --
cell      delay, ns
edfxtp_1       0.46
mux4_4         0.63
nand2_1        0.09
nand2_1        0.11
buf_4          0.15
nand3_1        0.07
a22oi_1        0.07
buf_4          0.18
-- layer usage --
metal	wire [µm]	share of wire, %
met1	3632	41
met2	3924	44
met3	1227	14
met4	110	1.2
met5	0	0
-- cells in the final DEF, fill, tap and decap left out, types with 2 or more instances in the layout --
| cell | instances |
|---|---|
| nand2_1 | 17 |
| mux2i_1 | 15 |
| a221oi_1 | 10 |
| nor2_1 | 8 |
| nand2b_2 | 2 |
| buf_4 | 23 |
| a21bo_1 | 2 |
| o21a_1 | 2 |
| mux2_2 | 6 |
| o221ai_1 | 2 |
| clkinv_1 | 2 |
| clkdlybuf4s50_1 | 117 |
| and2b_1 | 2 |
| mux4_2 | 8 |
| dlymetal6s2s_1 | 2 |
| nand3_1 | 4 |
| buf_12 | 2 |
| a22oi_1 | 4 |
| a21oi_1 | 13 |
| edfxtp_1 | 64 |
| clkbuf_8 | 9 |
| o21ai_0 | 3 |
| nor2b_1 | 7 |
| clkinv_2 | 3 |
| a211oi_1 | 3 |
| clkbuf_1 | 2 |
-- what timing repair did --
| action | CTS | global route |
|---|---|---|
| gates resized | 1 | 2 |
| hold buffers | 0 | 0 |
| endpoints found under the setup margin | 3 | 8 |
-- worst min-delay path by stage --
stage | start | endpoint | slack, ns | depth (start not counted)
finish | Reg_Array[0][3] | Reg_Array[0][3] | 0.97 | 3
global route | Reg_Array[0][3] | Reg_Array[0][3] | 1.04 | 3
CTS | Reg_Array[0][3] | Reg_Array[0][3] | 0.98 | 3
-- synth_stat cells --
| cell | n | area (µm²) |
|---|---|---|
| edfxtp_1 | 64 | 1922 |
| nand2_1 | 17 | 63.81 |
| mux2i_1 | 15 | 150.1 |
| a21oi_1 | 13 | 65.06 |
| buf_4 | 13 | 97.59 |
| a221oi_1 | 10 | 87.58 |
| mux4_2 | 8 | 180.2 |
| nor2_1 | 8 | 30.03 |
| nor2b_1 | 7 | 43.79 |
| mux2_2 | 6 | 67.56 |
| a22oi_1 | 4 | 30.03 |
| buf_2 | 4 | 20.02 |
| nand3_1 | 4 | 20.02 |
| a211oi_1 | 3 | 22.52 |
| o21ai_0 | 3 | 15.01 |
| a21bo_1 | 2 | 20.02 |
| and2b_1 | 2 | 15.01 |
| buf_6 | 2 | 22.52 |
| clkbuf_1 | 2 | 7.510 |
| nand2b_2 | 2 | 17.52 |
| o21a_1 | 2 | 15.01 |
| o221ai_1 | 2 | 17.52 |
| a211o_1 | 1 | 8.760 |
| a21boi_0 | 1 | 7.510 |
| a21oi_2 | 1 | 8.760 |
| a31o_2 | 1 | 8.760 |
| a31oi_1 | 1 | 6.260 |
| and2_1 | 1 | 6.260 |
| and2b_4 | 1 | 10.01 |
| buf_1 | 1 | 3.750 |
| clkinv_2 | 1 | 5.000 |
| inv_1 | 1 | 3.750 |
| mux4_4 | 1 | 25.02 |
| nand3b_1 | 1 | 7.510 |
| nor2_2 | 1 | 6.260 |
| nor3_1 | 1 | 5.000 |
| nor3b_1 | 1 | 7.510 |
| o311ai_2 | 1 | 16.27 |
-- stage by stage --
step                setup slack (ns)  utilization (%)  instances
floorplan                      1.166                -        209
global placement            -0.01278            45.78        465
detailed placement          -0.04083            45.78        465
CTS                         0.002518            47.59        481
global route                 0.07490            47.64        481
finish                        0.1988            47.64        481
-- power by group through the flow --
stage	Sequential (mW)	Combinational (mW)	Clock, mW
after global routing	1.06	0.448	0.684
final	1.05	0.409	0.636
after CTS	1.05	0.414	0.651
No activity file was given, so power comes from the tool's default toggle rates.
